==> flow/design.v <==
`timescale 1ns / 1ps
module AXI_Lite_Slave (
    input  logic        ACLK,
    input  logic        ARESETn,
    input  logic [ 3:0] AWADDR,
    input  logic        AWVALID,
    output logic        AWREADY,
    input  logic [31:0] WDATA,
    input  logic        WVALID,
    output logic        WREADY,
    output logic [ 1:0] BRESP,
    output logic        BVALID,
    input  logic        BREADY,
    input  logic [ 3:0] ARADDR,
    input  logic        ARVALID,
    output logic        ARREADY,
    output logic [31:0] RDATA,
    output logic [ 1:0] RRESP,
    output logic        RVALID,
    input  logic        RREADY
);
    logic [31:0] registers [4];
    logic [3:0]  awaddr_internal;
    logic [3:0]  araddr_internal;
    logic [31:0] rdata_internal;
    typedef enum { AW_IDLE_S, AW_READY_S } aw_state_e;
    aw_state_e aw_state, aw_state_next;
    always_ff @(posedge ACLK) begin
        if (!ARESETn) begin
            aw_state <= AW_IDLE_S;
        end else begin
            aw_state <= aw_state_next;
        end
    end
    always_comb begin
        aw_state_next = aw_state;
        AWREADY = 1'b0; 
        case(aw_state)
            AW_IDLE_S: begin
                AWREADY = 1'b0;
                if (AWVALID) begin 
                    aw_state_next = AW_READY_S;
                end
            end
            AW_READY_S: begin
                AWREADY = 1'b1; 
                if (AWVALID & AWREADY) begin 
                    aw_state_next = AW_IDLE_S;
                end
            end
        endcase
    end
    always_ff @(posedge ACLK) begin
        if (!ARESETn) begin
            awaddr_internal <= '0;
        end else if (AWVALID & AWREADY) begin
            awaddr_internal <= AWADDR;
        end
    end
    typedef enum { W_IDLE_S, W_READY_S } w_state_e;
    w_state_e w_state, w_state_next;
    always_ff @(posedge ACLK) begin
        if (!ARESETn) begin
            w_state <= W_IDLE_S;
        end else begin
            w_state <= w_state_next;
        end
    end
    always_comb begin
        w_state_next = w_state;
        WREADY = 1'b0; 
        case(w_state)
            W_IDLE_S: begin
                WREADY = 1'b0;
                if (WVALID) begin 
                    w_state_next = W_READY_S;
                end
            end
            W_READY_S: begin
                WREADY = 1'b1; 
                if (WVALID & WREADY) begin 
                    w_state_next = W_IDLE_S;
                end
            end
        endcase
    end
    always_ff @(posedge ACLK) begin
        if (!ARESETn) begin
            for (int i = 0; i < 4; i++) begin
                registers[i] <= 32'b0;
            end
        end else if (WVALID & WREADY) begin
            if (AWVALID & AWREADY) begin
                registers[AWADDR[3:2]] <= WDATA;
            end else begin
                registers[awaddr_internal[3:2]] <= WDATA; 
            end
        end
    end
    typedef enum { B_IDLE_S, B_VALID_S } b_state_e;
    b_state_e b_state, b_state_next;
    always_ff @(posedge ACLK) begin
        if (!ARESETn) begin
            b_state <= B_IDLE_S;
        end else begin
            b_state <= b_state_next;
        end
    end
    always_comb begin
        b_state_next = b_state;
        BVALID = 1'b0; 
        BRESP  = 2'b00;
        case(b_state)
            B_IDLE_S: begin
                BVALID = 1'b0;
                if (WVALID & WREADY) begin 
                    b_state_next = B_VALID_S;
                end
            end
            B_VALID_S: begin
                BVALID = 1'b1; 
                BRESP  = 2'b00;
                if (BVALID & BREADY) begin 
                    b_state_next = B_IDLE_S;
                end
            end
        endcase
    end
    typedef enum { AR_IDLE_S, AR_READY_S } ar_state_e;
    ar_state_e ar_state, ar_state_next;
    always_ff @(posedge ACLK) begin
        if (!ARESETn) begin
            ar_state <= AR_IDLE_S;
        end else begin
            ar_state <= ar_state_next;
        end
    end
    always_comb begin
        ar_state_next = ar_state;
        ARREADY = 1'b0; 
        case(ar_state)
            AR_IDLE_S: begin
                ARREADY = 1'b0;
                if (ARVALID) begin 
                    ar_state_next = AR_READY_S;
                end
            end
            AR_READY_S: begin
                ARREADY = 1'b1; 
                if (ARVALID & ARREADY) begin 
                    ar_state_next = AR_IDLE_S;
                end
            end
        endcase
    end
    always_ff @(posedge ACLK) begin
        if (!ARESETn) begin
            araddr_internal <= '0;
            rdata_internal  <= '0;
        end else if (ARVALID & ARREADY) begin
            araddr_internal <= ARADDR;
            rdata_internal  <= registers[ARADDR[3:2]]; 
        end
    end
    typedef enum { R_IDLE_S, R_VALID_S } r_state_e;
    r_state_e r_state, r_state_next;
    always_ff @(posedge ACLK) begin
        if (!ARESETn) begin
            r_state <= R_IDLE_S;
        end else begin
            r_state <= r_state_next;
        end
    end
    always_comb begin
        r_state_next = r_state;
        RVALID = 1'b0;  
        RDATA  = rdata_internal;
        RRESP  = 2'b00;
        case(r_state)
            R_IDLE_S: begin
                RVALID = 1'b0;
                if (ARVALID & ARREADY) begin 
                    r_state_next = R_VALID_S;
                end
            end
            R_VALID_S: begin
                RVALID = 1'b1; 
                RRESP  = 2'b00;
                if (RVALID & RREADY) begin 
                    r_state_next = R_IDLE_S;
                end
            end
        endcase
    end
endmodule
==> flow/config.mk <==
export PLATFORM = sky130hd
export DESIGN_NAME = AXI_Lite_Slave
export DESIGN_NICKNAME = AXI_Lite_Slave
export VERILOG_FILES = /design/flow/design.v
export SDC_FILE = /design/flow/constraint.sdc
export NUM_CORES = 4
export LEC_CHECK = 1
export CORE_UTILIZATION = 30
==> flow/constraint.sdc <==
current_design AXI_Lite_Slave

set clk_period 11.4
set clk_io_pct 0.2

create_clock -name clk0 -period $clk_period [get_ports {ACLK}]

set non_clock_inputs [all_inputs -no_clocks]
set_input_delay [expr $clk_period * $clk_io_pct] -clock clk0 $non_clock_inputs
set_output_delay [expr $clk_period * $clk_io_pct] -clock clk0 [all_outputs]
==> flow/run.sh <==
#!/bin/bash
# OpenROAD 26Q1-2900-gdf79404cd8, Yosys 0.63+post, stock flow scripts
make -C /OpenROAD-flow-scripts/flow DESIGN_CONFIG=/design/flow/config.mk WORK_HOME=/design/flow/orfs finish
==> flow_summary.yaml <==
# implementation run metrics
worst_setup_path:
  max_stage_delay_ns: 0.66
  crit_family: "buffers and inverters"
  cp_num_buf_inv: 3
  cp.required_ns: 11.49
  cp_max_fo: 33
  crit_chain: "clkdlybuf4s50_1, and4b_1, a31oi_4, buf_4, o21ai_4, buf_4"
  arrival_ns: 4.53
  cp-start-kind: "input pin"
  path_depth: 6
  r2r_cells: 5
  critPathKind: "input pin to register"
  cp-end-kind: "register"
  cpMostUsedCell: "buf_4"
  slowest_stage: "clkdlybuf4s50_1"
timing:
  fmax_mhz: 225
  fin_skew_ns: 0.00600
  period_used_share: 0.389
  relSlewSlack: 0.515
  setup_viol: 0
  fin_crit_ns: 4.44
  setup_tns_ns: 0
  tightest_slew_ns: 0.727
  grt_setup_unrepaired: "no"
  drv_slew: 0
  hold_viol: 0
floorplanning:
  dieWidth_um: 155
  rows: 55
  die-area_um2: 24100
  core_um2: 22800
  io_pins: 88
  fp.dieH_um: 155
  fp_util: 0.309
detailed_routing:
  wl_met3_mm: 1.31
  dr.pass1.iters: 4
  ant_nets: 0
  vias: 4192
  drcViolationCount: 0
  drt_wl_total_mm: 14.5
  route.met2.wl_mm: 6.69
  wl_met1_mm: 6.31
  drt_iter0_drc: 200
  post_drt_wl_per_cell_um: 15.2
  vias_per_cell: 4.41
  top_layer: "met4"
  diodes: 0
cts:
  holdBufCountCts: 0
  cts_tree: "done"
  postCtsSetupBuffers: 0
  cts_max_level: 4
  cts.reportedPaths.clkPinSlew_ns: 0.06
  clock_tree.root_cell: "clkbuf_16"
  clk_latency_ns: 0.42
  cts_sinks: 172
  cts_resized: 0
  ctsLongestPathBuffers: 2
  numCtsBuffers: 17
place:
  post_dp_cell_area_um2: 8100
  hpwlAfterDp_mm: 8.35
  port_buffers: 79
  gp_congestion: 0.727
logic_synthesis:
  synth_stat.cells: 549
  postSynthCellCount: 549
  yosysTopAreaCell: "edfxtp_1"
  synthTopCellsByArea: "edfxtp_1, dfxtp_1, mux2i_1, nor2_1, a21o_1"
  syn-cell-area_um2: 7030
  synth.distinct_cells: 28
  synth_seq_share: 0.672
  yosysTopAreaCellShare: 0.547
  yosysChipArea_um2: 7030
  synth-seq-cells: 172
  yosysWarnings: 1
  avgSynthCellArea_um2: 12.8
cells_and_area:
  fin_area_um2: 8660
  comb_area_um2: 1970
  fillers: 2161
  flop_area_um2: 4720
  fin_util: 0.380
  area_growth_pct: 23.1
  drive_gt1_frac: 0.0815
global_routing:
  grt_pass1_wl_mm: 23.1
  overflow: 0
  grt_max_degree: 39
  grt_usage: 0.134
  grt_pass1_vias: 4232
  antenna_found_initial: 0
hold_path:
  min_path_cells: 1
  hold_path_class: "register to register"
outcome:
  outcome: "complete, no violations"
run:
  maxCapViolations: 0
  warnings: 29
pwr:
  max-vdd-ir-drop_mv: 0.0978
  p_leak_nw: 3.65
  powerDensity_nw_per_um2: 156
-- cell type report --
type                       count  area share
inverter                      35      0.0152
timing repair buffer          91       0.101
clock buffer                  25      0.0572
tap                          313      0.0452
multi-input combinational    308       0.228
clock inverter                 7     0.00723
sequential                   172       0.546
-- final timing paths --
check | from | slack, ns | endpoint
worst max-delay path | AWVALID | 6.96 | registers[2][6]
worst min-delay path | rdata_internal[1] | 0.45 | rdata_internal[1]
worst max register to register | aw_state[1] | 8.99 | registers[2][6]
worst min register to register | rdata_internal[1] | 0.45 | rdata_internal[1]
-- cells in the mapped netlist --
library cell / number
o22ai_1: 32
a21o_1: 32
nand4b_1: 1
clkbuf_1: 1
inv_1: 35
nand4_1: 1
nand3_1: 8
a31oi_4: 3
buf_4: 23
nand2_4: 1
a21boi_0: 4
o21ai_0: 5
nand2_1: 40
and2_1: 1
dfxtp_1: 44
mux2i_1: 67
buf_2: 10
nor2b_1: 3
conb_1: 1
nand2b_1: 4
and3_1: 1
edfxtp_1: 128
nor2_1: 96
a31oi_1: 1
and4_1: 1
and4bb_2: 1
and4b_1: 2
buf_6: 3
-- flip-flops by register name (all words and copies together) (netlist names) --
register and flops:
awaddr_internal 2, rdata_internal 32, w_state 2, b_state 2
registers 128, r_state 2, aw_state 2, ar_state 2
-- cell usage in the layout (no fill, tap or decap), drive strengths merged, types with 2 or more instances in the layout --
master and n:
a21boi 4, nor2 96, a21o 32, nand2 41, nand2b 4, mux2i 67
o22ai 32, dfxtp 44, buf 13, nand3 8, edfxtp 128, and4b 2
nor2b 3, clkinv 5, inv 35, o21ai 5, clkbuf 25, a31oi 4
conb 4, clkdlybuf4s50 78
-- cell families (layout without fill, tap and decap cells) --
| logic type | Yosys count | after routing | share of synthesized area |
|---|---|---|---|
| flip-flops | 172 | 172 | 0.672 |
| AND/OR/NAND/NOR | 160 | 160 | 0.0959 |
| AND-OR/OR-AND | 77 | 77 | 0.0804 |
| buffers and inverters | 72 | 158 | 0.0557 |
| multiplexers | 67 | 67 | 0.0954 |
| other | 1 | 4 | 0.000533 |
-- power breakdown --
group / internal [mW] / switching [mW]
combinational: 0.0431 / 0.0532
sequential: 0.700 / 0.00917
clock: 0.322 / 0.220
total: 1.06 / 0.282
-- metrics by stage --
stage                     std cells  setup slack [ns]  hold slack, ns  power (mW)
after global placement          919              6.50           0.435       0.820
after floorplan                 552              5.85           0.403       0.779
final                           951              6.96           0.449        1.35
after CTS                       951              6.97           0.455        1.36
after detailed placement        919              6.52           0.439       0.821
after global routing            951              6.84           0.470        1.40
-- metal layers --
layer,GRT usage,vias up
met5,0,-
met3,0.0627,11
met4,0.0160,0
met1,0.183,1975
li1,-,2078
met2,0.207,128
-- worst reg2reg max path: cells and delay by family, from the launching register on --
kind | cells | cell delay (ns)
flops | 1 | 0.50
buf+inv | 2 | 0.69
compound gates | 2 | 0.59
simple gates | 1 | 0.31
No activity file was given, so power comes from the tool's default toggle rates.
