$ cat design/flow/design.v
`timescale 1ns / 1ps
module I2C_Master (
    input logic clk,
    input logic reset,
    input logic [7:0] tx_data,
    input logic       i2c_start,
    input logic       i2c_en,
    input logic       stop,
    output logic       tx_done,
    output logic       ready,
    output logic [7:0] rx_data,
    output logic [4:0] master_state,
    output logic SCL,
    inout  logic SDA
);
    localparam [4:0] IDLE = 0,   
    START1 = 1,   
    START2 = 2,   
    DATA_WRITE1 = 3,   
    DATA_WRITE2 = 4,   
    DATA_WRITE3 = 5,   
    DATA_WRITE4 = 6,   
    DATA_READ1 = 7,   
    DATA_READ2 = 8,   
    DATA_READ3 = 9,   
    DATA_READ4 = 10,   
    ACK_READ1 = 11,   
    ACK_READ2         = 12,   
    ACK_READ3 = 13,   
    ACK_READ4 = 14,   
    ACK_WRITE1 = 15,   
    ACK_WRITE2        = 16,   
    ACK_WRITE3 = 17,   
    ACK_WRITE4 = 18,   
    HOLD_AFTER_WRITE  = 19,    
    HOLD_AFTER_READ   = 20,    
    STOP1 = 21,   
    STOP2 = 22;   
    logic [4:0] state, state_next;
    logic [10:0] clk_div_cnt_reg, clk_div_cnt_next;
    logic [7:0] tx_shift_reg, tx_shift_next;
    logic [7:0] rx_shift_reg, rx_shift_next;
    logic [7:0] rx_data_out_reg, rx_data_out_next;
    logic [3:0] bit_counter_reg, bit_counter_next;
    logic scl_reg, scl_next;
    logic tx_done_reg, tx_done_next;
    logic ready_reg, ready_next;
    logic rw_bit_reg, rw_bit_next;
    logic addr_phase_reg, addr_phase_next;
    logic sda_out_reg, sda_out_next;
    logic sda_out_en_reg, sda_out_en_next;
    assign SDA = (sda_out_en_reg) ? sda_out_reg : 1'bz;
    assign master_state = state;
    assign SCL = scl_reg;
    assign rx_data = rx_data_out_reg;
    assign tx_done = tx_done_reg;
    assign ready = ready_reg;
    always_ff @(posedge clk or posedge reset) begin
        if (reset) begin
            state           <= IDLE;
            clk_div_cnt_reg <= 0;
            scl_reg         <= 1;
            sda_out_en_reg  <= 0;
            sda_out_reg     <= 1;
            tx_shift_reg    <= 0;
            rx_shift_reg    <= 0;
            rx_data_out_reg <= 0;
            bit_counter_reg <= 0;
            tx_done_reg     <= 0;
            ready_reg       <= 0;
            rw_bit_reg      <= 0;
            addr_phase_reg  <= 1'b1;
        end else begin
            state           <= state_next;
            clk_div_cnt_reg <= clk_div_cnt_next;
            scl_reg         <= scl_next;
            sda_out_en_reg  <= sda_out_en_next;
            sda_out_reg     <= sda_out_next;
            tx_shift_reg    <= tx_shift_next;
            rx_shift_reg    <= rx_shift_next;
            rx_data_out_reg <= rx_data_out_next;
            bit_counter_reg <= bit_counter_next;
            tx_done_reg     <= tx_done_next;
            ready_reg       <= ready_next;
            rw_bit_reg      <= rw_bit_next;
            addr_phase_reg  <= addr_phase_next;
        end
    end
    always_comb begin
        state_next       = state;
        clk_div_cnt_next = clk_div_cnt_reg;
        scl_next         = scl_reg;
        sda_out_en_next  = sda_out_en_reg;
        sda_out_next     = sda_out_reg;
        tx_shift_next    = tx_shift_reg;
        rx_shift_next    = rx_shift_reg;
        rx_data_out_next = rx_data_out_reg;
        bit_counter_next = bit_counter_reg;
        tx_done_next     = 0;
        ready_next       = 0;
        addr_phase_next  = addr_phase_reg;
        rw_bit_next      = rw_bit_reg;
        case (state)
            IDLE: begin
                scl_next         = 1;
                sda_out_en_next  = 0;
                sda_out_next     = 1;
                clk_div_cnt_next = 0;
                ready_next       = 1'b1;
                bit_counter_next = 0;
                if (i2c_start && i2c_en) begin
                    ready_next    = 0;
                    tx_shift_next = tx_data;
                    if (addr_phase_reg == 1'b1) begin
                        rw_bit_next = tx_data[0];
                    end
                    state_next = START1;
                end else begin
                    addr_phase_next = 1'b1;
                end
            end
            START1: begin
                scl_next        = 1;
                sda_out_en_next = 1;
                sda_out_next    = 0;
                if (clk_div_cnt_reg == 500 - 1) begin
                    state_next       = START2;
                    clk_div_cnt_next = 0;
                end else begin
                    clk_div_cnt_next = clk_div_cnt_reg + 1;
                end
            end
            START2: begin
                scl_next        = 0;
                sda_out_en_next = 1;
                sda_out_next    = 0;
                if (clk_div_cnt_reg == 500 - 1) begin
                    state_next       = DATA_WRITE1;
                    clk_div_cnt_next = 0;
                end else begin
                    clk_div_cnt_next = clk_div_cnt_reg + 1;
                end
            end
            DATA_WRITE1: begin
                scl_next        = 0;
                sda_out_en_next = 1;
                sda_out_next    = tx_shift_reg[7];
                if (clk_div_cnt_reg == 250 - 1) begin
                    state_next       = DATA_WRITE2;
                    clk_div_cnt_next = 0;
                end else begin
                    clk_div_cnt_next = clk_div_cnt_reg + 1;
                end
            end
            DATA_WRITE2: begin
                scl_next        = 1;
                sda_out_en_next = 1;
                sda_out_next    = tx_shift_reg[7];
                if (clk_div_cnt_reg == 250 - 1) begin
                    state_next       = DATA_WRITE3;
                    clk_div_cnt_next = 0;
                end else begin
                    clk_div_cnt_next = clk_div_cnt_reg + 1;
                end
            end
            DATA_WRITE3: begin
                scl_next        = 1;
                sda_out_en_next = 1;
                sda_out_next    = tx_shift_reg[7];
                if (clk_div_cnt_reg == 250 - 1) begin
                    state_next       = DATA_WRITE4;
                    clk_div_cnt_next = 0;
                end else begin
                    clk_div_cnt_next = clk_div_cnt_reg + 1;
                end
            end
            DATA_WRITE4: begin
                scl_next        = 0;
                sda_out_en_next = 1;
                sda_out_next    = tx_shift_reg[7];
                if (clk_div_cnt_reg == 250 - 1) begin
                    clk_div_cnt_next = 0;
                    if (bit_counter_reg == 7) begin
                        state_next = ACK_READ1;
                        tx_shift_next = 0;
                    end else begin
                        bit_counter_next = bit_counter_reg + 1;
                        tx_shift_next    = tx_shift_reg << 1;
                        state_next       = DATA_WRITE1;
                    end
                end else begin
                    clk_div_cnt_next = clk_div_cnt_reg + 1;
                end
            end
            DATA_READ1: begin
                scl_next        = 0;
                sda_out_en_next = 0;
                if (clk_div_cnt_reg == 250 - 1) begin
                    state_next       = DATA_READ2;
                    clk_div_cnt_next = 0;
                end else begin
                    clk_div_cnt_next = clk_div_cnt_reg + 1;
                end
            end
            DATA_READ2: begin
                scl_next        = 1;
                sda_out_en_next = 0;
                if (clk_div_cnt_reg == 250 - 1) begin
                    state_next       = DATA_READ3;
                    clk_div_cnt_next = 0;
                end else begin
                    clk_div_cnt_next = clk_div_cnt_reg + 1;
                end
            end
            DATA_READ3: begin
                scl_next        = 1;
                sda_out_en_next = 0;
                if (clk_div_cnt_reg == 250 - 1) begin
                    state_next       = DATA_READ4;
                    clk_div_cnt_next = 0;
                    rx_shift_next    = (rx_shift_reg << 1) | SDA;
                end else begin
                    clk_div_cnt_next = clk_div_cnt_reg + 1;
                end
            end
            DATA_READ4: begin
                scl_next        = 0;
                sda_out_en_next = 0;
                if (clk_div_cnt_reg == 250 - 1) begin
                    clk_div_cnt_next = 0;
                    if (bit_counter_reg == 7) begin
                        state_next = ACK_WRITE1;
                    end else begin
                        bit_counter_next = bit_counter_reg + 1;
                        state_next       = DATA_READ1;
                    end
                end else begin
                    clk_div_cnt_next = clk_div_cnt_reg + 1;
                end
            end
            ACK_READ1: begin
                scl_next        = 0;
                sda_out_en_next = 0;
                if (clk_div_cnt_reg == 250 - 1) begin
                    state_next       = ACK_READ2;
                    clk_div_cnt_next = 0;
                end else begin
                    clk_div_cnt_next = clk_div_cnt_reg + 1;
                end
            end
            ACK_READ2: begin
                scl_next        = 1;
                sda_out_en_next = 0;
                if (clk_div_cnt_reg == 250 - 1) begin
                    rx_shift_next[0] = SDA;
                    state_next       = ACK_READ3;
                    clk_div_cnt_next = 0;
                end else begin
                    clk_div_cnt_next = clk_div_cnt_reg + 1;
                end
            end
            ACK_READ3: begin
                scl_next        = 1;
                sda_out_en_next = 0;
                if (clk_div_cnt_reg == 250 - 1) begin
                    state_next       = ACK_READ4;
                    clk_div_cnt_next = 0;
                end else begin
                    clk_div_cnt_next = clk_div_cnt_reg + 1;
                end
            end
            ACK_READ4: begin
                scl_next        = 0;
                sda_out_en_next = 0;
                if (clk_div_cnt_reg == 250 - 1) begin
                    state_next       = HOLD_AFTER_WRITE;
                    clk_div_cnt_next = 0;
                end else begin
                    clk_div_cnt_next = clk_div_cnt_reg + 1;
                end
            end
            ACK_WRITE1: begin
                scl_next        = 0;
                sda_out_en_next = 1;
                sda_out_next    = 1'b1;
                if (clk_div_cnt_reg == 250 - 1) begin
                    state_next       = ACK_WRITE2;
                    clk_div_cnt_next = 0;
                end else begin
                    clk_div_cnt_next = clk_div_cnt_reg + 1;
                end
            end
            ACK_WRITE2: begin
                scl_next        = 1;
                sda_out_en_next = 1;
                sda_out_next    = 1'b1;
                if (clk_div_cnt_reg == 250 - 1) begin
                    state_next       = ACK_WRITE3;
                    clk_div_cnt_next = 0;
                end else begin
                    clk_div_cnt_next = clk_div_cnt_reg + 1;
                end
            end
            ACK_WRITE3: begin
                rx_data_out_next = rx_shift_reg;
                scl_next         = 1;
                sda_out_en_next  = 1;
                sda_out_next     = 1'b1;
                if (clk_div_cnt_reg == 250 - 1) begin
                    state_next       = ACK_WRITE4;
                    clk_div_cnt_next = 0;
                end else begin
                    clk_div_cnt_next = clk_div_cnt_reg + 1;
                end
            end
            ACK_WRITE4: begin
                scl_next        = 0;
                sda_out_en_next = 1;
                sda_out_next    = 1'b1;
                if (clk_div_cnt_reg == 250 - 1) begin
                    state_next       = HOLD_AFTER_READ;
                    clk_div_cnt_next = 0;
                end else begin
                    clk_div_cnt_next = clk_div_cnt_reg + 1;
                end
            end
            HOLD_AFTER_WRITE: begin
                scl_next        = 0;
                sda_out_en_next = 0;
                if (rx_shift_reg[0] == 1'b1) begin
                    sda_out_en_next = 1;
                    sda_out_next    = 0;
                    state_next      = STOP1;
                    addr_phase_next = 1'b1;
                end else begin
                    if (addr_phase_reg == 1'b1) begin
                        addr_phase_next  = 1'b0;
                        bit_counter_next = 0;
                        if (rw_bit_reg == 1'b0) begin
                            tx_shift_next = tx_data;
                            state_next = DATA_WRITE1;
                        end else begin
                            rx_shift_next = 0;
                            state_next = DATA_READ1;
                        end
                    end else begin
                        sda_out_en_next = 1;
                        sda_out_next    = 0;
                        state_next      = STOP1;
                        addr_phase_next = 1'b1;
                    end
                end
            end
            HOLD_AFTER_READ: begin
                scl_next        = 0;
                sda_out_en_next = 1;
                sda_out_next    = 0;
                state_next      = STOP1;
                addr_phase_next = 1'b1;
            end
            STOP1: begin
                scl_next        = 1;
                sda_out_en_next = 1;
                sda_out_next    = 0;
                if (clk_div_cnt_reg == 500 - 1) begin
                    state_next       = STOP2;
                    clk_div_cnt_next = 0;
                end else begin
                    clk_div_cnt_next = clk_div_cnt_reg + 1;
                end
            end
            STOP2: begin
                scl_next        = 1;
                sda_out_en_next = 1;
                sda_out_next    = 1;
                if (clk_div_cnt_reg == 500 - 1) begin
                    state_next       = IDLE;
                    clk_div_cnt_next = 0;
                    tx_done_next     = 1;
                    rw_bit_next      = 0;
                    addr_phase_next  = 1'b1;
                end else begin
                    clk_div_cnt_next = clk_div_cnt_reg + 1;
                end
            end
            default: begin
                state_next       = IDLE;
                clk_div_cnt_next = 0;
                scl_next         = 1;
                sda_out_en_next  = 0;
                sda_out_next     = 1;
                tx_shift_next    = 0;
                rx_shift_next    = 0;
                rx_data_out_next = 0;
                bit_counter_next = 0;
                tx_done_next     = 0;
                ready_next       = 1;
                rw_bit_next      = 0;
                addr_phase_next  = 1;
            end
        endcase
    end
endmodule
$ cat design/flow/run.sh
#!/bin/bash
# OpenROAD 26Q1-2900-gdf79404cd8, Yosys 0.63+post, stock flow scripts
make -C /OpenROAD-flow-scripts/flow DESIGN_CONFIG=/design/flow/config.mk WORK_HOME=/design/flow/orfs finish
$ cat design/flow/config.mk
export PLATFORM = sky130hd
export DESIGN_NAME = I2C_Master
export DESIGN_NICKNAME = I2C_Master
export VERILOG_FILES = /design/flow/design.v
export SDC_FILE = /design/flow/constraint.sdc
export NUM_CORES = 4
export LEC_CHECK = 1
export CORE_UTILIZATION = 50
$ cat design/flow/constraint.sdc
current_design I2C_Master

set clk_period 4.9
set clk_io_pct 0.2

create_clock -name clk0 -period $clk_period [get_ports {clk}]

set non_clock_inputs [all_inputs -no_clocks]
set_input_delay [expr $clk_period * $clk_io_pct] -clock clk0 $non_clock_inputs
set_output_delay [expr $clk_period * $clk_io_pct] -clock clk0 [all_outputs]
==> metrics.cfg <==
[cts]
postCtsHoldBufs=0
cts-buffers-inserted=5
cts.sinks=50
cts_resized=0
cts_root_buf=clkbuf_8
cts_setup_buffers=0
clk_path_buf_depth=2
htreeDepth=2

[synth]
synthDistinctLibCells=51
ys_cells=326
async_flop_share=1.000
yosysWarnings=2
syn_area_sq_um=3008
edf_count=0
ys_ff=50
synth_area_per_cell_sq_um=9.227
yosys_area_sq_um=3008
synthCells=326
ff_type=dfrtp_1
ys_seq_frac=0.4172

[place]
dp_hpwl_um=4208
numPortBuffers=27
place_inst=411
place_ws_ns=2.235
gp_congestion=0.8655

[die]
rows=27
die_h_um=79.56
num_io_pins=30
fp_util=0.5332
die_x_um=79.56

[status]
stop_stage=4_1_cts
firstError=[error] [KeplerFormal.cpp:679] Workflow failed: Iso has multiple drivers: .SDA0, SDA$_DFFE_PP1P_.Q0
status=aborted with a tool error

==> kinds of logic after synthesis <==
group                      count (synthesis)  share of synthesized area
xor gates and xnor gates                   7                    0.02038
DFF                                       50                     0.4172
muxes                                     17                    0.05990
and+or+nand+nor                          112                     0.1918
adders and majority gates                  3                    0.01248
buffers and inverters                     40                    0.06489
AOI/OAI and AO/OA                         97                     0.2334
==> Yosys cell counts (all sizes together) (3+ instances only) <==
library cell / instances / area share
mux2i: 9 / 0.030
nand3: 12 / 0.020
dfstp: 3 / 0.026
clkbuf: 4 / 0.0050
buf: 17 / 0.036
o21ai: 26 / 0.043
o31ai: 3 / 0.0075
o21a: 4 / 0.010
nand4: 4 / 0.0083
nor3: 7 / 0.012
o22ai: 4 / 0.010
a21oi: 15 / 0.029
mux2: 8 / 0.030
ha: 3 / 0.012
a32oi: 4 / 0.012
a22o: 17 / 0.049
nor3b: 7 / 0.017
nor2: 21 / 0.026
nand2: 30 / 0.037
a21o: 6 / 0.015
a31oi: 6 / 0.012
nor2b: 11 / 0.023
dfrtp: 47 / 0.39
inv: 19 / 0.024
and3: 9 / 0.019
xnor2: 5 / 0.015
==> per-stage QoR <==
stage	cell area, sq um	total power (W)
after floorplan	3008	0.0004272
after detailed placement	3297	0.0004396
after global placement	3297	0.0004396
Power figures rest on the tool's default switching activity, not on a simulated workload.
