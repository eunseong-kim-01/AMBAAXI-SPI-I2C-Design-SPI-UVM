==> /design/flow/design.v <==
`timescale 1ns / 1ps
module AXI_Lite_Master (
    input  logic        ACLK,
    input  logic        ARESETn,
    output logic [ 3:0] AWADDR,
    output logic        AWVALID,
    input  logic        AWREADY,
    output logic [31:0] WDATA,
    output logic        WVALID,
    input  logic        WREADY,
    input  logic [ 1:0] BRESP,
    input  logic        BVALID,
    output logic        BREADY,
    output logic [ 3:0] ARADDR,
    output logic        ARVALID,
    input  logic        ARREADY,
    input  logic [31:0] RDATA,
    input  logic [ 1:0] RRESP, 
    input  logic        RVALID,
    output logic        RREADY,
    input  logic        transfer,
    output logic        ready,
    input  logic [31:0] addr,
    input  logic [31:0] wdata,
    input  logic        write,
    output logic [31:0] rdata
);
    logic w_ready, r_ready;
    assign ready = w_ready | r_ready; 
    typedef enum {
        AW_IDLE_S,
        AW_VALID_S
    } aw_state_e;
    aw_state_e aw_state, aw_state_next;
    always_ff @(posedge ACLK) begin
        if (!ARESETn) begin
            aw_state <= AW_IDLE_S;
        end else begin
            aw_state <= aw_state_next;
        end
    end
    always_comb begin
        aw_state_next = aw_state;
        AWVALID = 1'b0;
        AWADDR  = addr; 
        case (aw_state)
            AW_IDLE_S: begin
                AWVALID = 1'b0;
                if (transfer & write) begin
                    aw_state_next = AW_VALID_S;
                end
            end
            AW_VALID_S: begin
                AWADDR  = addr;
                AWVALID = 1'b1;
                if (AWVALID & AWREADY) begin
                    aw_state_next = AW_IDLE_S;
                end
            end
        endcase
    end
    typedef enum {
        W_IDLE_S,
        W_VALID_S
    } w_state_e;
    w_state_e w_state, w_state_next;
    always_ff @(posedge ACLK) begin
        if (!ARESETn) begin
            w_state <= W_IDLE_S;
        end else begin
            w_state <= w_state_next;
        end
    end
    always_comb begin
        w_state_next = w_state;
        WVALID = 1'b0;
        WDATA  = wdata; 
        case (w_state)
            W_IDLE_S: begin
                WVALID = 1'b0;
                if (transfer & write) begin
                    w_state_next = W_VALID_S;
                end
            end
            W_VALID_S: begin
                WDATA  = wdata;
                WVALID = 1'b1; 
                if (WVALID & WREADY) begin
                    w_state_next = W_IDLE_S;
                end
            end
        endcase
    end
    typedef enum {
        B_IDLE_S,
        B_READY_S
    } b_state_e;
    b_state_e b_state, b_state_next;
    always_ff @(posedge ACLK) begin
        if (!ARESETn) begin
            b_state <= B_IDLE_S;
        end else begin
            b_state <= b_state_next;
        end
    end
    always_comb begin
        b_state_next = b_state;
        BREADY  = 1'b0;
        w_ready = 1'b0;
        case (b_state)
            B_IDLE_S: begin
                BREADY = 1'b0;
                if (WVALID) begin 
                    b_state_next = B_READY_S;
                end
            end
            B_READY_S: begin
                BREADY = 1'b1;
                if (BVALID) begin 
                    b_state_next = B_IDLE_S;
                    w_ready = 1'b1; 
                end
            end
        endcase
    end
    typedef enum {
        AR_IDLE_S,
        AR_VALID_S
    } ar_state_e;
    ar_state_e ar_state, ar_state_next;
    always_ff @(posedge ACLK) begin
        if (!ARESETn) begin
            ar_state <= AR_IDLE_S;
        end else begin
            ar_state <= ar_state_next;
        end
    end
    always_comb begin
        ar_state_next = ar_state;
        ARVALID = 1'b0;
        ARADDR  = addr;
        case (ar_state)
            AR_IDLE_S: begin
                ARVALID = 1'b0;
                if (transfer & !write) begin 
                    ar_state_next = AR_VALID_S;
                end
            end
            AR_VALID_S: begin
                ARADDR  = addr;
                ARVALID = 1'b1;
                if (ARVALID & ARREADY) begin
                    ar_state_next = AR_IDLE_S;
                end
            end
        endcase
    end
    typedef enum {
        R_IDLE_S,
        R_READY_S 
    } r_state_e;
    r_state_e r_state, r_state_next;
    always_ff @(posedge ACLK) begin
        if (!ARESETn) begin
            r_state <= R_IDLE_S;
            rdata   <= 32'b0;
        end else begin
            r_state <= r_state_next;
            if (r_state == R_READY_S && RVALID) begin
                rdata <= RDATA;
            end
        end
    end
    always_comb begin
        r_state_next = r_state;
        RREADY  = 1'b0;
        r_ready = 1'b0;
        case (r_state)
            R_IDLE_S: begin
                RREADY = 1'b0;
                if (ARVALID) begin
                    r_state_next = R_READY_S;
                end
            end
            R_READY_S: begin
                RREADY = 1'b1;
                if (RVALID) begin 
                    r_state_next = R_IDLE_S;
                    r_ready = 1'b1; 
                end
            end
        endcase
    end
endmodule
==> /design/flow/run.sh <==
#!/bin/bash
# OpenROAD 26Q1-2900-gdf79404cd8, Yosys 0.63+post, stock flow scripts
make -C /OpenROAD-flow-scripts/flow DESIGN_CONFIG=/design/flow/config.mk WORK_HOME=/design/flow/orfs finish
==> /design/flow/config.mk <==
export PLATFORM = sky130hd
export DESIGN_NAME = AXI_Lite_Master
export DESIGN_NICKNAME = AXI_Lite_Master
export VERILOG_FILES = /design/flow/design.v
export SDC_FILE = /design/flow/constraint.sdc
export NUM_CORES = 4
export LEC_CHECK = 1
export CORE_AREA = 10 10 107 107
export DIE_AREA = 0 0 117 117
==> /design/flow/constraint.sdc <==
current_design AXI_Lite_Master

set clk_period 2.3
set clk_io_pct 0.2

create_clock -name clk0 -period $clk_period [get_ports {ACLK}]

set non_clock_inputs [all_inputs -no_clocks]
set_input_delay [expr $clk_period * $clk_io_pct] -clock clk0 $non_clock_inputs
set_output_delay [expr $clk_period * $clk_io_pct] -clock clk0 [all_outputs]
==> impl_metrics.py <==
# Physical implementation metrics
metrics = {
    "logic_synthesis": {
        "synth_cell_types": 16,
        "ys_ff": 42,
        "yosys_area_sq_um": 2060,
        "yosys_cells": 226,
        "synth_cells": 226,
        "syn_area_sq_um": 2060,
        "synth_warnings": 1,
        "synth_seq_share": 0.409,
        "syn_area_per_cell_sq_um": 9.10,
    },
    "outcome": {
        "status": "finished, final reports clean",
    },
    "pwr": {
        "p_leak_nw": 0.940,
        "cellPowerDensity_nw_per_um2": 569,
        "peakVddDrop_mv": 0.335,
    },
    "clock_tree": {
        "cts_setup_buffers": 0,
        "postCtsHoldBufs": 0,
        "clk_pin_slew_ns": 0.08,
        "root_buffer": "clkbuf_8",
        "post_cts_resized": 0,
        "cts_buffers": 5,
        "htreeDepth": 2,
        "cts.path.max_buffers": 2,
        "cts_sinks": 42,
        "cts_tree": "done",
        "clock_latency_ns": 0.29,
    },
    "min_path": {
        "hold_start": "rdata[16]",
        "min_path_type": "reg2reg",
    },
    "routing": {
        "vias": 1611,
        "wl_microns": 5300,
        "vias_per_cell": 4.34,
        "wl_per_cell_microns": 14.3,
        "postRouteAntennaNets": 0,
        "remaining_drc_errors": 0,
        "drtPass1Iterations": 4,
        "drt-initial-drc-count": 77,
        "antenna_cells": 0,
    },
    "sta": {
        "slew-limit-headroom": 0.611,
        "skew_ns": 0.00628,
        "worst_slew_pin_slew_ns": 0.584,
        "period_used_share": 0.883,
        "rsz0062_at_grt": "no",
        "setup_viol": 0,
        "fmax_ghz": 0.493,
        "post-route-min-period_ns": 2.03,
        "finalHoldViolCount": 0,
        "drv_slew": 0,
        "timing.hold.ws_ns": 0.452,
        "fin_setup_tns_ns": 0,
    },
    "setup_path": {
        "cp_slowest_stage_delay_ns": 0.50,
        "critPathLaunch": "RVALID",
        "cp_max_fo": 2,
        "crit_required_ns": 1.84,
        "endpoint_kind": "primary output",
        "cp_cell_sequence": "clkdlybuf4s50_1, nand2_1, nand2_1, clkdlybuf4s50_1",
        "cp.arrival_ns": 1.57,
        "worstSetupPathType": "in2out",
        "startpoint_type": "input port",
        "critPathSlowestCell": "clkdlybuf4s50_1",
        "worstReg2RegStart": "r_state[1]",
    },
    "global_route": {
        "antenna_found_initial": 0,
        "track_usage": 0.0742,
        "grt_pass1_wl_microns": 8060,
        "grt_pass1_vias": 1547,
        "grt_max_degree": 35,
        "grt-ovfl-total": 0,
    },
    "run": {
        "maxCapViolCount": 0,
        "warnings": 57,
    },
    "final_layout": {
        "final_area_sq_um": 2700,
        "lay_top_cells": "clkdlybuf4s50_1, dfxtp_1, nand2_1",
        "drive_above_1_share": 0.185,
        "combGateArea_sq_um": 754,
        "syn_to_final_growth_pct": 31.3,
        "final.fill_count": 969,
        "layout.cells.most_common": "clkdlybuf4s50_1",
        "regArea_sq_um": 841,
    },
    "placement": {
        "post-dp-hpwl_microns": 3870,
        "port-buffer-count": 78,
        "gp_congestion": 0.704,
        "dpl_cell_area_sq_um": 2590,
    },
    "floorplan": {
        "core-area_sq_um": 9200,
        "die_x_microns": 117,
        "fp_util": 0.224,
        "ios": 187,
        "chip_area_sq_um": 13700,
        "die_h_microns": 117,
        "num_rows": 35,
    },
}
-- worst paths after layout --
check | end | slack [ns] | depth (start not counted)
min | rdata[16] | 0.45 | 2
min reg2reg | rdata[16] | 0.45 | 2
max | ready | 0.27 | 4
max reg2reg | rdata[9] | 1.05 | 4
-- worst max-delay path: cells and delay by family --
kind	cells	cell delay (ns)
buffers and inverters	2	0.96
AND/OR/NAND/NOR	2	0.15
-- Yosys cell counts --
cell type	n	area share
a21oi_1	4	0.0097
a221o_1	3	0.015
and2_4	1	0.0043
buf_12	3	0.029
buf_2	12	0.029
buf_4	42	0.15
buf_6	2	0.011
dfxtp_1	42	0.41
inv_2	1	0.0018
nand2_1	39	0.071
nand2b_1	7	0.021
nand3_1	4	0.0097
nand3b_1	1	0.0037
nand4_1	32	0.097
o21ai_1	3	0.0073
o21ai_2	30	0.13
-- through the flow --
step / util / std cells / power [mW] / setup WS [ns]
after global placement: 0.282 / 363 / 0.968 / 0.183
after CTS: 0.294 / 371 / 1.57 / 0.244
after global routing: 0.294 / 371 / 1.62 / 0.208
after floorplan: - / 226 / 0.895 / 0.959
final: 0.294 / 371 / 1.54 / 0.270
after detailed placement: 0.282 / 363 / 0.969 / 0.191
-- kinds of logic after synthesis --
family                 Yosys count  synth area share
and+or+nand+nor                 84             0.207
AOI/OAI and AO/OA               40             0.159
buffers and inverters           60             0.224
DFF                             42             0.409
-- sequential cells by signal (all words and copies together) (netlist names) --
register / flops
aw_state: 2
b_state: 2
r_state: 2
rdata: 32
w_state: 2
ar_state: 2
-- power breakdown --
| part | internal [mW] | total, mW | switching (mW) | leakage, nW |
|---|---|---|---|---|
| registers | 0.748 | 0.761 | 0.0129 | 0.341 |
| logic | 0.112 | 0.187 | 0.0752 | 0.541 |
| clock network | 0.320 | 0.587 | 0.267 | 0.0579 |
| total | 1.18 | 1.54 | 0.355 | 0.940 |
-- layer usage --
layer  GRT usage  vias to the layer above  wire length (microns)
met3      0.0294                       17                    538
met4      0.0214                        0                    115
met2       0.114                       52                   2350
li1            -                      812                      -
met1      0.0948                      730                   2300
met5           0                        -                      0
-- cell type report --
class,count,share of cell area
clock buffer,5,0.0255
timing repair buffer,85,0.316
tap,111,0.0514
multi-input combinational,124,0.279
clock inverter,3,0.0148
sequential,42,0.311
inverter,1,0.00139
Power and IR drop assume default switching activity.
